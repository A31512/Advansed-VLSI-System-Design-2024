### design.v
module Default_slave(
    input ACLK,
    input ARESETn,
    input [7:0] AWID_DS,
    input       AWVALID_DS,
    input       WVALID_DS,
    input       BREADY_DS,
    input [7:0] ARID_DS,
    input       ARVALID_DS,
    input       RREADY_DS,
    output logic [7:0] BID_DS,
    output logic       ARREADY_DS,
    output logic       BVALID_DS,
    output logic       WREADY_DS,
    output logic       AWREADY_DS,
    output logic [7:0] RID_DS,
    output logic       RVALID_DS
);
parameter R_DS = 1'd0, R_DATA = 1'd1;
parameter W_DS = 2'd0, W_DATA = 2'd1, W_RESP = 2'd2;
logic R_current_state, R_next_state;
logic [1:0] W_current_state, W_next_state;
logic [7:0] RID, next_RID;
logic [7:0] BID, next_BID;
always_ff @(posedge ACLK or negedge ARESETn) begin
    if (~ARESETn) begin
        R_current_state <= R_DS;
        W_current_state <= W_DS;
        RID <= 8'd0;
        BID <= 8'd0;
    end else begin
        R_current_state <= R_next_state;
        W_current_state <= W_next_state;
        RID <= next_RID;
        BID <= next_BID;    
    end
end
always_comb begin
    case(R_current_state)
        R_DS:  R_next_state = (ARVALID_DS) ? R_DATA : R_DS;
        R_DATA:  R_next_state = (RREADY_DS) ? R_DS : R_DATA;
    endcase
end
always_comb begin
    case(R_current_state)
        R_DS: begin
            ARREADY_DS = 1'b1;                   
            next_RID = (ARVALID_DS) ? ARID_DS : RID;  
            RID_DS = 8'd0;                       
            RVALID_DS = 1'b0;                    
        end
        R_DATA: begin
            ARREADY_DS = 1'b0;                   
            next_RID = RID;                         
            RID_DS = RID;                        
            RVALID_DS = 1'b1;                    
        end
    endcase
end
always_comb begin
    case(W_current_state)
        W_DS:  W_next_state = (AWVALID_DS) ? W_DATA : W_DS;
        W_DATA:  W_next_state = (WVALID_DS) ? W_RESP : W_DATA;
        W_RESP:  W_next_state = (BREADY_DS) ? W_DS : W_RESP;
        default: W_next_state = W_DS;
    endcase
end
always_comb begin
    case(W_current_state)
        W_DS: begin
            AWREADY_DS = 1'b1;                 
            next_BID = (AWVALID_DS) ? AWID_DS : BID;  
            WREADY_DS = 1'b0;                  
            BID_DS = 8'b0;                     
            BVALID_DS = 1'b0;                  
        end
        W_DATA: begin
            AWREADY_DS = 1'b1;                 
            next_BID = (AWVALID_DS) ? AWID_DS : BID;  
            WREADY_DS = 1'b1;                  
            BID_DS = 8'b0;                     
            BVALID_DS = 1'b0;                  
        end
        W_RESP: begin
            AWREADY_DS = 1'b0;                 
            next_BID = BID;                       
            WREADY_DS = 1'b0;                  
            BID_DS = BID;                      
            BVALID_DS = 1'b1;                  
        end
        default: begin
            AWREADY_DS = 1'b0;                 
            next_BID = 8'b0;
            WREADY_DS = 1'b0;
            BID_DS = 8'b0;
            BVALID_DS = 1'b0;
        end
    endcase
end
endmodule
### run.sh
#!/bin/bash
# OpenROAD 26Q1-2900-gdf79404cd8, Yosys 0.63+post, stock flow scripts
make -C /OpenROAD-flow-scripts/flow DESIGN_CONFIG=/design/flow/config.mk WORK_HOME=/design/flow/orfs finish
### constraint.sdc
current_design Default_slave

set clk_period 3.1
set clk_io_pct 0.2

create_clock -name clk0 -period $clk_period [get_ports {ACLK}]

set non_clock_inputs [all_inputs -no_clocks]
set_input_delay [expr $clk_period * $clk_io_pct] -clock clk0 $non_clock_inputs
set_output_delay [expr $clk_period * $clk_io_pct] -clock clk0 [all_outputs]
### config.mk
export PLATFORM = sky130hd
export DESIGN_NAME = Default_slave
export DESIGN_NICKNAME = Default_slave
export VERILOG_FILES = /design/flow/design.v
export SDC_FILE = /design/flow/constraint.sdc
export NUM_CORES = 4
export LEC_CHECK = 1
export CORE_AREA = 10 10 93 93
export DIE_AREA = 0 0 103 103
==> Changelog: implementation <==
## Implementation

- Initial antenna violation count: 0
- Yosys top cell by area: dfrtp_1
- Antenna diodes: 0
- Max frequency: 0.411 GHz
- Synth Warn #: 1
- Worst Path Arrival: 1.81 ns
- Max-area cell share: 51.4%
- Kind of critical path: flip-flop to primary output
- Setup TNS: 0 ns
- FF-to-FF End: RID[0]
- Chip height: 103 µm
- H-Tree Depth: 1
- Vias: 767
- Fin util: 21.9%
- Syn-to-layout area delta: 59.7%
- Initial DRC count: 10
- Pins over their slew limit: 0
- Largest net degree at the start of global routing: 21
- Drt pass-1 iters: 2
- Worst skew pair latency: 0.25 ns
- Critical Path RT: 2.48 ns
- Max-Cap Viols: 0
- First-pass GRT wire length: 3980 µm
- Root cell of the clock tree: clkbuf_8
- Layout Skew: 0.000533 ns
- Setup ws final: 0.668 ns
- CP max FO: 16
- Antenna Nets Post-Route: 0
- Via/cell ratio: 3.67
- Clock Path Buffers: 2
- Yosys cell count: 86
- Hold WC Path Type: flip-flop to flip-flop
- Worst path max stage delay: 0.58 ns
- Init Core Util: 13.7%
- Worst-Margin Slew: 0.750 ns
- Remaining DRCs: 0
- Mapped Area: 926 µm²
- Crit path launch type: flip-flop
- DR WL/cell: 12.5 µm
- Worst Reg-to-Reg Cells: 2
- Worst-path cell chain: or2_1 -> clkdlybuf4s50_1
- Num Clock Sinks: 20
- Static Leak: 0.590 nW
- Number of distinct library cells after synthesis: 21
- Top Layout Cells: clkdlybuf4s50_1 (43), dfrtp_1 (19), and2_1 (15)
- Post-CTS resize count: 0
- R2r startpoint: R_current_state
- DIE AREA: 10600 µm²
- Dominant logic cell type in the layout: clkdlybuf4s50_1
- Final Hold Fails: 0
- Post-CTS setup buffer count: 0
- Dpl ws: 0.880 ns
- Critical-path top delay cell: clkdlybuf4s50_1
- Seq/Total Area, Yosys: 54.2%
- Fillcell total: 732
- Number of global-route vias before repair: 779
- Io pins: 44
- Post-DP HPWL: 2030 µm
- Main area contributors: dfrtp_1 (51%), and2_1 (10%), mux2_2 (9.7%)
- Post-Syn Area per Cell: 10.8 µm²
- CTS Buf Count: 3
- Hold-critical path depth: 1
- Num rows: 30
- Status: complete, no violations
- Synthesized flop and latch total: 20
- Fin Hold WS: 0.504 ns
- Setup crit end kind: primary output
- PD cells: 488 nW/µm²
- Peak supply drop: 0.176 mV
- Share of cells above drive strength 1: 10.9%
- Port bufs: 43
- Tot GR Track Use: 4.76%
- Final setup viols: 0
- Relative slew slack: 49.9%
- Placeable core area: 6760 µm²
- Gr ovfl total: 0
- # hold bufs at CTS: 0
- Fin crit share: 78.4%
- WHS Endpoint: RID[3]
- RSZ-0062 raised after global routing: no
- Clk slew on worst S/H paths: 0.07 ns
- R2r setup slk: 1.49 ns
- Yosys synthesis chip area: 926 µm²
- Post-Synthesis Cells: 86
- Tmin final: 2.43 ns
- CTS tree: done
- Hold_sp: RID[3]
- Final Power: 0.000722 W
- Tool warnings: 25
- Die width: 103 µm
- WL final: 2620 µm
- Final Wtd Congestion: 0.773
worst max-delay path by stage:
stage                   from         end  slack [ns]
6_report  W_current_state[0]  AWREADY_DS        0.67
4_1_cts   W_current_state[0]  AWREADY_DS        0.66
5_1_grt   W_current_state[0]  AWREADY_DS        0.57
critical path: cells and delay by family (launching register included):
kind          cells  cell delay, ns
simple gates      1            0.44
buf+inv           1            0.58
flops             1            0.54
cell usage after synthesis, drive strengths merged:
cell type and number:
or2 1, clkbuf 1, a22o 1, o21bai 1, inv 5, nor2b 1, a21o 1, mux2 8
dfstp 1, nand2 3, o22ai 1, o21ai 9, a31oi 7, and2 15, nor2 1, buf 4
dfrtp 19, nand3 7
layout make-up:
cell class | instances | area [µm²] | area share [%]
sequential | 20 | 502 | 33.9
timing repair buffer | 44 | 438 | 29.6
multi-input combinational | 56 | 365 | 24.7
tap | 80 | 100 | 6.77
clock buffer | 4 | 55.1 | 3.72
inverter | 5 | 18.8 | 1.27
registers in the layout, indices dropped and copies added, names as in the netlist:
name,cells
BID,8
RID,8
R_current_state,1
W_current_state,3
cell families (layout without fill, tap and decap cells):
family          Yosys count  count (layout)  synth area share, %
mux                       8               8                 9.73
simple gates             28              28                 16.9
buf+inv                  10              53                 6.35
flops                    20              20                 54.2
compound gates           20              20                 12.8
stage by stage:
stage	std cells	cell area [µm²]
finish	209	1480
global route	209	1480
floorplan	86	926
CTS	209	1480
detailed placement	205	1420
global placement	205	1420
where the power goes:
group	internal [W]	switching, W
sequential	0.000308	0.0000317
combinational	0.000125	0.0000635
clock	0.000113	0.0000810
total	0.000546	0.000176
per-layer routing:
layer	track usage (%)	part of all wire (%)	vias up
li1	-	-	383
met1	6.13	48	347
met2	7.07	38	37
met3	2.91	14	0
met4	0.107	0	0
met5	0	0	-
Power is estimated from default activity; no workload was simulated.
